## run.sh

```bash
#!/bin/bash
# OpenROAD 26Q1-2900-gdf79404cd8, Yosys 0.63+post, stock flow scripts
make -C /OpenROAD-flow-scripts/flow DESIGN_CONFIG=/design/flow/config.mk WORK_HOME=/design/flow/orfs finish
```

## design.v

```verilog
module Opener(            
   input clk,b,c,o,r,s,   
   output reg d,u,        
   output reg [1:0] State  
);
 always @ (posedge clk) begin
   if(r && c)
      if(c)
         State <= 0;  
      if(~c&~o)
         u = 1;
         State<=1;  
      if(o)
         State <= 2;  
   if(c&o == 0)
      State <= State;  
   if(State == 0)  
      if (b==1)
         State<=1;
   if(State == 1)  
      if (o==1)
         State<=2;
   if(State == 2)  
      if (b&~s)
         State <= 3;
   if(State == 3)  
      if(c&~b&~s)
         State <= 0;
      else if(s | b)
         State <= 1;
   if(State == 1)  
      u <= 1;
   else
      u <=0;
   if(State == 3)  
      d <= 1;
   else
      d<=0;
 end
endmodule
```

## constraint.sdc

```tcl
current_design Opener

set clk_period 1.5
set clk_io_pct 0.2

create_clock -name clk0 -period $clk_period [get_ports {clk}]

set non_clock_inputs [all_inputs -no_clocks]
set_input_delay [expr $clk_period * $clk_io_pct] -clock clk0 $non_clock_inputs
set_output_delay [expr $clk_period * $clk_io_pct] -clock clk0 [all_outputs]
```

## config.mk

```make
export PLATFORM = sky130hd
export DESIGN_NAME = Opener
export DESIGN_NICKNAME = Opener
export VERILOG_FILES = /design/flow/design.v
export SDC_FILE = /design/flow/constraint.sdc
export NUM_CORES = 4
export LEC_CHECK = 1
export CORE_AREA = 10 10 70 70
export DIE_AREA = 0 0 80 80
```

==> flow_metrics.tcl <==
# place-and-route summary
set metrics [dict create \
    grt_max_usage_layer "met3" \
    endpoint_kind "output port" \
    criticalPathCategory "flip-flop to output port" \
    worstPathRequired_ps 1200 \
    use_met2_pct 1.36 \
    seq_area_frac_synth_pct 48.1 \
    peakVddDrop_mv 0.287 \
    status "complete, no violations" \
    antenna_found_initial 0 \
    fmaxAchievable_mhz 709 \
    grt_remaining_overflow 0 \
    groute.layer.met3.usage_pct 3.30 \
    flow.area_growth_from_synthesis_pct 97.7 \
    placement.io_buffers 8 \
    final-setup-viol-count 0 \
    clk-insertion-delay-late_ps 240 \
    core-area_um2 3420 \
    clkSinkCount 4 \
    std_cell_rows 21 \
    synth-seq-cells 4 \
    fin_worst_hold_slack_ps 508 \
    floorplan.die_area_um2 6400 \
    final_cells 75 \
    warnings 26 \
    final-hold-violation-count 0 \
    layout_setup_ws_ps 88.7 \
    synth_area_um2 166 \
    static-leakage-power_nw 0.110 \
    cts_post_setup_buffers_inserted 0 \
    grt_first_pass_wirelength_um 821 \
    totalNegativeSetupSlack_ps 0 \
    ys_cells 18 \
    start_kind "flip-flop" \
    io_pins 10 \
    timing.critical_path.fanout_max 8 \
    critical_path_arrival_ps 1110 \
    antenna-diode-count 0 \
    cp_cell_sequence "clkdlybuf4s50_1" \
    final.min_clock_period_ps 1410 \
    number_of_global_route_vias_before_repair 161 \
    critPathMaxStageDelay_ps 490 \
    gp_congestion 0.688 \
    cp_top_family "buffers and inverters" \
    timing.max_cap.violations 0 \
    worstPathBufferInverterCount 1 \
    worst_pin_slew_ps 148 \
    num_vias 181 \
    floorplanUtilization_pct 4.87 \
    drive_above_1_share_pct 27.6 \
    cts.clk_slew.worst_paths_ps 40 \
    final_layout_top_logic_cell "sky130_fd_sc_hd__clkdlybuf4s50_1" \
    syn-instance-count 18 \
    netlist-cell-type-count 12 \
    globalRouteMet1Util_pct 1.66 \
    cellPowerDensity_nw_per_um2 1690 \
    clock-root-buffer "sky130_fd_sc_hd__clkbuf_4" \
    final_min_period_over_clock_period_pct 94.1 \
    ant_nets 0 \
    synth.yosys.chip_area_um2 166 \
    wire_per_inst_um 7.23 \
    clockBufferDepth 2 \
    report.final.slew_viol_count 0 \
    pre_cts_ws_ps 112 \
    syn_avg_cell_area_um2 9.25 \
    layout.cells.most_common_list "sky130_fd_sc_hd__clkdlybuf4s50_1, sky130_fd_sc_hd__o21ai_0, sky130_fd_sc_hd__clkbuf_4" \
    rsz0062_at_grt "false" \
    drc 0 \
    placement.cell_area_um2 304 \
    timing.clock.skew_ps 0.198 \
    first_pass_iters 2 \
    hold_path.class "flip-flop to flip-flop" \
    cts.hold.buffers_added 0 \
    drt-initial-drc-count 8 \
    pin_count_of_the_biggest_net_entering_global_routing 9 \
    globalRouteTotalUtil_pct 1.71 \
    drt-vias-per-instance 2.41 \
    drt_wirelength_um 542 \
    max-slew-margin-rel_pct 90.0 \
    crit_path_top_delay_cell "sky130_fd_sc_hd__clkdlybuf4s50_1" \
    die_h_um 80 \
    floorplan.die.width_um 80 \
    fin_area_um2 329 \
    numCtsBuffers 3 \
    place.detailed.instances 72 \
    yosysWarnings 1 \
    htree_levels 1 \
    cts_tree "built" \
]
## routing by layer
| layer | routed length, µm | vias up | share of wire [%] |
|---|---|---|---|
| li1 | - | 87 | - |
| met1 | 208 | 80 | 38 |
| met4 | 10 | 0 | 1.8 |
| met2 | 124 | 12 | 23 |
| met3 | 198 | 2 | 37 |
| met5 | 0 | - | 0 |
## layout make-up
class	instances	area [µm²]
flip-flops and latches	4	82.6
well taps	46	57.6
multi-input cells	14	86.3
clock buffers	3	22.5
repair buffers	8	80.1
fillers	411	3090
## final timing paths
check / from / endpoint / slack, ps / cells past startpoint
worst max-delay path: State[1] / State[1] / 90 / 1
worst min register to register: State[1] / u / 510 / 1
worst min-delay path: State[1] / u / 510 / 1
worst max register to register: State[0] / State[0] / 460 / 3
## stage by stage
step	power (mW)	util [%]
3_5_place_dp	0.420	8.90
5_1_grt	0.612	9.63
6_report	0.556	9.63
2_1_floorplan	0.275	-
4_1_cts	0.565	9.60
3_3_place_gp	0.402	8.90
## cells by family after synthesis
family,synth area share (%)
compound gates,21.1
simple gates,30.8
flops,48.1
## flip-flops by register name (all words and copies together) (netlist names)
signal / cells
State: 2
d: 1
u: 1
## synth_stat cells, drive strengths merged
library cell / count / area [µm²]
and2: 1 / 7.51
nor2: 1 / 3.75
a21oi: 1 / 5.00
nand3b: 1 / 7.51
o21ai: 4 / 20.0
a221o: 1 / 10.0
nor2b: 2 / 15.0
nand2: 1 / 3.75
nand3: 1 / 5.00
and2b: 1 / 8.76
dfxtp: 4 / 80.1
## power by group
group	switching (mW)	internal (mW)
clock	0.0450	0.0895
sequential	0.0487	0.168
combinational	0.0531	0.151
total	0.147	0.409
## timing repair
action | CTS | global route
endpoints found under the hold margin | 0 | 0
resized | 1 | 1
pin swaps | 0 | 0
setup endpoints to repair | 1 | 1
cloned | 0 | 0
Power figures rest on the tool's default switching activity, not on a simulated workload.
