[flow/config.mk]
export PLATFORM = sky130hd
export DESIGN_NAME = Arbiter
export DESIGN_NICKNAME = Arbiter
export VERILOG_FILES = /design/flow/design.v
export SDC_FILE = /design/flow/constraint.sdc
export NUM_CORES = 4
export LEC_CHECK = 1
export CORE_AREA = 10 10 70 70
export DIE_AREA = 0 0 80 80
[flow/constraint.sdc]
current_design Arbiter

set clk_period 2.5
set clk_io_pct 0.2

create_clock -name clk0 -period $clk_period [get_ports {clk}]

set non_clock_inputs [all_inputs -no_clocks]
set_input_delay [expr $clk_period * $clk_io_pct] -clock clk0 $non_clock_inputs
set_output_delay [expr $clk_period * $clk_io_pct] -clock clk0 [all_outputs]
[flow/design.v]
module Arbiter(
   input clk,rst,ra,rb,  
   input [1:0] PA, PB,   
   output reg ga,gb      
);
   reg [2:0] state;
   always @ (posedge clk or posedge rst) begin
      if(rst)begin 
         state <= 0;
         ga = 0;
         gb = 0;
      end
      else begin 
         case(state)  
         0: begin  
            if(ra&!rb)begin 
               state <= 1;
               ga = 1;
            end
             if(!ra&rb)begin 
               state <=2;
               gb = 1;
            end
             if(ra&rb)begin 
               if(PB > PA) begin 
                  state <= 2;
                  gb = 1;
               end
               else begin 
                  state <= 1;
                  ga = 1;
                  end
            end
         end
         1: begin  
            if(!ra) begin 
               state <= 0;  
               ga = 0;  
            end
            gb=0; 
         end
         2: begin   
            if(!rb) begin 
               state <= 0;
               gb = 0;
            end
            ga = 0;
         end
         endcase
      end
   end
endmodule
[flow/run.sh]
#!/bin/bash
# OpenROAD 26Q1-2900-gdf79404cd8, Yosys 0.63+post, stock flow scripts
make -C /OpenROAD-flow-scripts/flow DESIGN_CONFIG=/design/flow/config.mk WORK_HOME=/design/flow/orfs finish
==> results.py <==
# Flow results
metrics = {
    "floorplanning": {
        "dieWidth_microns": 80,
        "row_count": 21,
        "dieArea_sq_um": 6400,
        "fp.dieH_microns": 80,
        "coreArea_sq_um": 3420,
        "ioPinCount": 10,
        "fp_util_pct": 8.28,
    },
    "detailed_routing": {
        "wl_per_cell_microns": 7.88,
        "vias_per_cell": 2.90,
        "drt_iter0_drc": 15,
        "ant_nets": 0,
        "dr.pass1.iters": 2,
        "wl_microns": 701,
        "num_vias": 258,
        "antenna_cells": 0,
        "drcViolationCount": 0,
    },
    "yosys": {
        "ys_cells": 30,
        "synth-edff-count": 0,
        "ys_async_sr_fraction_pct": 100,
        "ys_warn_count": 1,
        "ys_chip_area_sq_um": 283,
        "ys_types": 18,
        "ys.flops": 5,
        "yosysTopAreaCell": "dfrtp_1",
        "syn_inst": 30,
        "synth_seq_share_pct": 44.7,
        "top_area_share_pct": 35.4,
        "syn-cell-area_sq_um": 283,
        "common_cells": "4 x dfrtp_1, 4 x inv_1",
        "syn_avg_cell_area_sq_um": 9.43,
        "synth-main-ff-cell": "dfrtp_1",
        "synthTopCellsByArea": "dfrtp_1 35%, dfstp_2 9.3%, ha_1 8.8%",
    },
    "clock_tree": {
        "postCtsSetupRepairBufs": 0,
        "clk_latency_ns": 0.24,
        "ctsRootBufferMaster": "clkbuf_4",
        "clockBufferDepth": 2,
        "htreeDepth": 1,
        "cts_buffers": 3,
        "cts.repair.resized": 0,
        "cts_sinks": 5,
        "path_clk_slew_ns": 0.04,
        "cts_hold_buffers": 0,
        "cts_tree": "yes",
    },
    "cells_and_area": {
        "layout-drive-gt1-share_pct": 14.0,
        "area_delta_synth_final_pct": 61.5,
        "final_util_pct": 13.4,
        "fin_cells": 89,
        "final_area_sq_um": 457,
    },
    "timing": {
        "finalMaxSlewViolations": 0,
        "worst_slew_pin_slew_ns": 0.289,
        "fin_ws_ns": 0.661,
        "hold_viol": 0,
        "fin_crit_ns": 1.84,
        "fin_hold_ws_ns": 0.466,
        "worst_slew_margin_rel_pct": 80.7,
        "setup_tns_ns": 0,
        "setup_viol": 0,
        "rsz0062_at_grt": "no",
        "max_freq_mhz": 544,
        "skew_ns": 0.00500,
        "final.period_utilization_pct": 73.5,
    },
    "setup_path": {
        "critical_path.endpoint_type": "register",
        "worst_path_largest_cell_delay_ns": 0.46,
        "path_buffers": 2,
        "cp.arrival_ns": 1.96,
        "cp.required_ns": 2.63,
        "path_max_fanout": 3,
        "slowest_stage": "clkdlybuf4s50_1",
        "crit_chain": "clkdlybuf4s50_1, inv_1, ha_1, nor2b_1, o311a_1, a31o_1",
        "crit_family": "AND-OR/OR-AND gates",
        "startpoint_type": "input port",
        "crit_type": "input port to register",
    },
    "power": {
        "clock_power_share_pct": 31.0,
        "vdd_drop_max_uv": 129,
        "swShare_pct": 25.8,
        "powerDensity_nw_per_um2": 655,
        "power.total_mw": 0.299,
        "switchingPower_mw": 0.0773,
        "p_int_mw": 0.222,
        "p_seq_share_pct": 39.8,
        "p_leak_nw": 0.195,
        "p_comb_share_pct": 29.2,
    },
    "grt": {
        "grt.total_usage_pct": 2.41,
        "grt_first_pass_wirelength_mm": 1.21,
        "overflow": 0,
        "grt_max_degree": 7,
        "grt_pass1_vias": 278,
        "antenna_found_initial": 0,
    },
    "place": {
        "placed_cell_area_sq_um": 430,
        "hpwl_microns": 580,
        "port_buffers": 9,
        "gp_congestion": 0.704,
        "post-place-cells": 85,
        "pre_cts_ws_ns": 0.399,
    },
    "min_path": {
        "hold_class": "input port to async pin",
    },
    "run_status": {
        "status": "finished, final reports clean",
    },
    "job": {
        "maxCapViolCount": 0,
        "warning_count": 25,
    },
}
[flip-flops by register name (all words and copies together) (netlist names)]
register and cells:
state 3, ga 1, gb 1
[final timing paths]
| path | start | to | slack, ns | cells past startpoint |
|---|---|---|---|---|
| max in group asynchronous | rst | state[0] | 1.80 | 2 |
| worst max register to register | state[1] | gb | 1.47 | 3 |
| min in group clk0 | ga | ga | 0.52 | 2 |
| worst max-delay path | PA[1] | gb | 0.66 | 6 |
| worst min register to register | ga | ga | 0.52 | 2 |
| worst min-delay path | rst | state[2] | 0.47 | 2 |
[final cells by class]
| cell class | count | area (sq um) |
|---|---|---|
| multi-input combinational | 20 | 138 |
| clock buffer | 4 | 26.3 |
| fill | 398 | 2960 |
| timing repair buffer | 9 | 90.1 |
| sequential | 5 | 126 |
| tap | 46 | 57.6 |
| inverter | 5 | 18.8 |
[power by group through the flow]
stage	registers, mW	logic (mW)	clock network [mW]
CTS	0.120	0.0903	0.0956
global route	0.124	0.0990	0.102
finish	0.119	0.0874	0.0928
[routing by layer]
metal	vias to the layer above	part of all wire, %	wire length [microns]	GRT usage [%]
li1	131	-	-	-
met1	121	38	263	2.54
met2	6	51	359	3.69
met3	0	11	78	2.05
met4	0	0	0	0.352
met5	-	0	0	0
[cells in the final DEF (no fill, tap or decap)]
| cell | instances |
|---|---|
| and2_2 | 1 |
| inv_2 | 1 |
| o21a_1 | 2 |
| nor2b_1 | 1 |
| o311a_1 | 1 |
| clkbuf_4 | 3 |
| a31o_1 | 1 |
| nand3_1 | 2 |
| nand2_1 | 2 |
| o22ai_1 | 2 |
| o21ai_0 | 2 |
| nor2_1 | 1 |
| o211a_1 | 1 |
| clkdlybuf4s50_1 | 9 |
| dfrtp_1 | 4 |
| inv_1 | 4 |
| a21oi_1 | 1 |
| clkbuf_1 | 1 |
| dfstp_2 | 1 |
| ha_1 | 2 |
| and2_1 | 1 |
[cell families after synthesis]
logic type / after synthesis / share of synthesized area [%]
AND-OR/OR-AND: 10 / 25.2
adder cells (fa/ha/maj): 2 / 8.85
AND/OR/NAND/NOR: 8 / 14.6
buffers and inverters: 5 / 6.63
flip-flops: 5 / 44.7
[worst reg2reg max path: stages (launching register included)]
cell	delay (ns)
dfrtp_1	0.40
and2_1	0.17
o21a_1	0.18
a31o_1	0.18
No activity file was given, so power comes from the tool's default toggle rates.
