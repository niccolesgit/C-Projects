--- config.mk ---
export PLATFORM = sky130hd
export DESIGN_NAME = Top
export DESIGN_NICKNAME = Top
export VERILOG_FILES = /design/flow/design.v
export SDC_FILE = /design/flow/constraint.sdc
export NUM_CORES = 4
export LEC_CHECK = 1
export CORE_AREA = 10 10 71 71
export DIE_AREA = 0 0 81 81
--- constraint.sdc ---
current_design Top

set clk_period 1.4
set clk_io_pct 0.2

create_clock -name clk0 -period $clk_period [get_ports {clk}]

set non_clock_inputs [all_inputs -no_clocks]
set_input_delay [expr $clk_period * $clk_io_pct] -clock clk0 $non_clock_inputs
set_output_delay [expr $clk_period * $clk_io_pct] -clock clk0 [all_outputs]
--- design.v ---
module Count4(clk,rst,enable,upDown, count);
   input clk, rst, enable, upDown;
   output reg [3:0] count = 0;
   always @ (posedge clk) begin
   if(!rst) 
      begin
         if(enable == 0)
         count <= count;
         else
            if(upDown==0)
               count<=count-1;
            else if(upDown==1)
               count<=count+1;
      end		
   else
      count <=0;
   end
endmodule   
module ClkDiv(clk, clkOut); 
   input clk; 
   output reg clkOut;
   parameter divVal = 4;  
   reg[3:0] divCnt;
   initial begin divCnt = 0; clkOut = 0; end   
   always @(posedge clk) begin
      if (divCnt == divVal) begin
            clkOut = ~clkOut;
            divCnt = 0;
      end
      else begin
            divCnt = divCnt + 1;
      end
   end
endmodule
module Seg7Decode(  
   input [3:0] bin,  
   output reg [6:0] seg7  
    );
 always @(bin)
    begin
       case(bin)
          4'b0000: seg7 = 7'b0000001;  
         4'b0001: seg7 = 7'b1001111;  
         4'b0010: seg7 = 7'b0010010;  
         4'b0011: seg7 = 7'b0000110;  
         4'b0100: seg7 = 7'b1001100;  
         4'b0101: seg7 = 7'b0100100;  
         4'b0110: seg7 = 7'b0100000;  
         4'b0111: seg7 = 7'b0001111;  
         4'b1000: seg7 = 7'b0000000;  
         4'b1001: seg7 = 7'b0000100;  
         4'b1010: seg7 = 7'b0001000;  
         4'b1011: seg7 = 7'b1100000;  
         4'b1100: seg7 = 7'b0110001;  
         4'b1101: seg7 = 7'b1000010;  
         4'b1110: seg7 = 7'b0110000;  
         4'b1111: seg7 = 7'b0111000;  
          default: seg7 = 7'b1101010;  
       endcase
    end   
endmodule
module Top(clk, rst, enable, upDown, count, seg7);
	input clk, rst, enable, upDown;
	output [3:0] count;
	output [6:0] seg7;
   wire clkCounter;   
	ClkDiv cd (clk, clkCounter);
	Count4 c4 (clkCounter, rst, enable, upDown, count);
	Seg7Decode sd7 (count, seg7);
endmodule
--- run.sh ---
#!/bin/bash
# OpenROAD 26Q1-2900-gdf79404cd8, Yosys 0.63+post, stock flow scripts
make -C /OpenROAD-flow-scripts/flow DESIGN_CONFIG=/design/flow/config.mk WORK_HOME=/design/flow/orfs finish
==> flow_summary.toml <==
# physical design summary
[synth]
ys_ff = 9
ys_chip_area_um2 = 668
yosysWarnings = 3
syn_area_um2 = 668
ys_types = 24
synth_cells = 80
ys_seq_share_pct = 28.5
syn_avg_cell_area_um2 = 8.35
ys_cells = 80

[pwr]
clockPowerShare_pct = 59.6
total_leakage_power_uw = 0.000375
p_sw_share_pct = 20.0
power_frac_seq_pct = 33.1
comb_power_share_pct = 7.3
ir_drop_uv = 954
p_int_uw = 357
powerDensity_nw_per_um2 = 495
p_sw_uw = 89.6

[worst_hold_path]
worstHoldPathCells = 1
hp-start = "cd.divCnt[0]"
holdPathEnd = "cd.divCnt[0]"
hold_class = "reg -> reg"

[run]
drv_cap = 0
warnings = 32

[setup_path]
crit_chain = "inv_1 -> ha_1 -> nand2_1 -> nor2_1"
ff2ff_setup_slack_ns = 0.17
worstSetupStartpointType = "flip-flop"
path_class = "reg -> reg"
cp_slowest_cell = "dfxtp_1"
r2r-end = "cd.clkOut"
cp.arrival_ns = 1.12
cp-end-kind = "flip-flop"
rr_worst_depth = 4
path_delay_family = "flip-flops"
worstPathRequired_ns = 1.29
critPathBufInv = 1
r2r_start = "cd.divCnt[0]"
cp_max_fo = 4
slowest_delay_ns = 0.33

[timing]
layout_setup_ws_ns = 0.170
hold_violations = 0
worst_pin_slew_ns = 0.490
period_used_pct = 87.8
finalSetupTns_ns = 0
rsz0062_at_grt = "no"
max_freq_mhz = 813
period_needed_ns = 1.23
setup_viol = 0
slew_headroom_pct = 67.3
slew_violations = 0
untimed_endpoints = 15
unclocked_pins = 4
clock_skew_ns = 0.000634

[global_routing]
antenna_found_initial = 0
grt.total_usage_pct = 4.16
grt-ovfl-total = 0
grt_max_degree = 18
grt_pass1_wl_mm = 2.26
grt_pass1_vias = 532

[routing]
drt_drc_violations_left = 0
first_pass_iters = 4
ant_nets = 0
drt_iter0_drc = 18
diodes = 0
wl_per_cell_um = 9.47
wl_mm = 1.35
vias_per_cell = 3.83
via_count = 548

[floorplanning]
die_w_um = 81
initCoreUtil_pct = 18.4
die_h_um = 81
ios = 15
core_area_um2 = 3630
row_count = 22
dieArea_um2 = 6560

[finish]
final_common_cell = "clkdlybuf4s50_1"
area_growth_pct = 35.0
drive_gt1_share_pct = 5.26
final_cell_mix = "clkdlybuf4s50_1 (14), ha_1 (11), nand2_1 (9), nor2_1 (9), dfxtp_1 (8)"

[clocking]
path_clk_slew_ns = 0.04
cts_resized = 0
holdBufCountCts = 0
post-cts-setup-buffer-count = 0
cts_buffers = 3
cts-root-buf = "clkbuf_8"
cts_tree = "built"
clk_latency_ns = 0.22
cts_max_path_buffers = 2
cts.htree.levels = 1

[placed_design]
hpwl_mm = 1.08
io_buffers = 14
gp_congestion = 0.754
post-place-ws_ns = 0.216

[outcome]
status = "complete, no violations"
[worst max path at each step]
stage                start  slack [ns]  cells past startpoint   endpoint
finish        cd.divCnt[0]        0.17                      4  cd.clkOut
CTS           cd.divCnt[0]        0.19                      4  cd.clkOut
global route  cd.divCnt[0]        0.09                      4  cd.clkOut
[routing by layer]
layer | part of all wire, % | vias to the layer above | track usage (%)
met1 | 46 | 242 | 5.12
met4 | 0 | 0 | 0.519
met5 | 0 | - | 0
met2 | 44 | 12 | 6.69
met3 | 11 | 0 | 2.00
li1 | - | 294 | -
[registers in the layout, indices dropped and copies added (netlist names)]
signal	flops
c4.count	4
cd.divCnt	4
cd.clkOut	1
[kinds of logic (layout without fill, tap and decap cells)]
group	count (synthesis)	after routing	share of synthesized area (%)
compound gates	15	15	13.5
xor+xnor	3	3	3.93
fa+ha+maj	12	12	23.6
buf+inv	9	24	5.24
flops	9	9	28.5
mux	4	4	6.18
simple gates	28	28	19.1
[area by class of cell]
| class | count | area, um2 |
|---|---|---|
| clock buffer | 3 | 41.3 |
| clock inverter | 1 | 5.00 |
| fill | 393 | 2730 |
| inverter | 6 | 22.5 |
| multi-input combinational | 62 | 443 |
| sequential | 9 | 190 |
| tap | 48 | 60.1 |
| timing repair buffer | 14 | 140 |
[power groups by stage]
stage	Combinational (uW)	Sequential, uW	Clock, uW
6_report	32.8	148	266
5_1_grt	38.3	148	283
4_1_cts	33.3	148	267
[Yosys cell counts]
library cell   n  area (um2)
ha_1          11         138
nand2_1        9        33.8
nor2_1         9        33.8
dfxtp_1        8         160
inv_1          6        22.5
a21oi_1        4        20.0
nor2b_1        4        25.0
o21ai_0        4        20.0
mux2i_1        3        30.0
xnor2_1        3        26.3
a21o_1         2        15.0
a31oi_1        2        12.5
clkbuf_1       2        7.51
nand2b_1       2        12.5
nor3_1         2        10.0
a211oi_1       1        7.51
a21oi_2        1        8.76
buf_2          1        5.00
edfxtp_1       1        30.0
fa_1           1        20.0
mux2_1         1        11.3
nand3_1        1        5.00
nor3b_1        1        7.51
o22ai_1        1        6.26
[metrics by stage]
step | utilization, % | instance area, um2 | total power [uW] | hold WS [ns] | instances
finish | 24.8 | 902 | 447 | 0.472 | 143
global placement | 23.6 | 856 | 183 | 0.446 | 139
detailed placement | 23.6 | 856 | 183 | 0.465 | 139
global route | 24.8 | 902 | 469 | 0.513 | 143
CTS | 24.8 | 902 | 448 | 0.474 | 143
floorplan | - | 668 | 171 | 0.430 | 80
Power is estimated from default activity; no workload was simulated.
